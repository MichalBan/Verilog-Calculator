==> design/flow/design.v <==
module alu(
  input signed [7:0] A,B,
  input [2:0] control,
  input bit reset,
  input bit enable,
  output signed [7:0] Result
);
  reg signed [7:0] Result_Register;
  assign Result = Result_Register;
  always @(*)
    begin
      if (reset)
        begin
          Result_Register = 0; 
        end
      else if (enable)
        begin
          case(control)
            0:
              Result_Register = A + B; 
            1:
              Result_Register = A - B;
            2:
              Result_Register = A & B;
            3:
              Result_Register = A | B;
            4:
              Result_Register = A ^ B;
            5:
              Result_Register = ~A;
            default:
              Result_Register = A;
          endcase
        end
    end
endmodule
module input_register (
  input bit ld,
  input signed [7:0] in,
  input bit reset,
  input bit enable,
  output signed [7:0] out
);
  reg signed [7:0] out_Register;
  assign out = out_Register;
  always @(posedge ld, posedge reset)
    begin
      if(reset)
        begin
          out_Register = 0;
        end
      else if (enable)
        begin
          out_Register = in;
        end
    end
endmodule
module multiplex(
  input signed [7:0] in0,
  input signed [7:0] in1,
  input bit mux_s,
  input bit reset,
  input bit enable,
  output signed [7:0] out
);
  reg signed [7:0] out_Register;
  assign out = out_Register;
  always@(*)
    begin
      if(reset)
        begin
          out_Register = 0;
        end
      else if (enable)
        begin
          if (mux_s) 
            out_Register = in1;
          else
            out_Register = in0;
        end
    end
endmodule
module counter(
  input signed[7:0] in,
  input bit ld,
  input bit clk,
  input bit reset,
  input bit enable,
  output signed[7:0] current
);
  reg signed [7:0] current_Register;
  assign current = current_Register;
  always@(posedge reset, posedge ld)
    begin
      if(reset)
        begin
          current_Register = 0;
        end
      else
        begin        
          current_Register = in - 1;
        end
    end
  always@(posedge clk)
    begin
      if(reset)
        current_Register = 0;
      else if (enable)
        begin
          if(current_Register > 0) 
            begin
              current_Register = current_Register - 1;   
            end
        end
    end
endmodule
module out_enabler(
  input signed[7:0] current,
  input bit enable,
  input bit clk,
  output bit out_en
);
  bit out_en_Register;
  assign out_en = out_en_Register;
  always@(posedge clk)
    begin
      if(current == 0 && enable)
        out_en_Register = 1;
      else
        out_en_Register = 0;
    end
endmodule
module state_machine(
  input [2:0]operation,
  input bit in_reset,
  input bit in_enable,
  input signed [7:0] counter_current,
  input bit clk,
  output [2:0] ALU_control,
  output bit counter_ld,
  output bit mux_s,
  output bit reset,
  output bit enable
);
  reg signed [2:0] ALU_control_Register;
  assign ALU_control = ALU_control_Register;
  bit counter_ld_Register;
  assign counter_ld = counter_ld_Register;
  bit mux_s_Register;
  assign mux_s = mux_s_Register;
  bit reset_Register;
  assign reset = reset_Register;
  bit enable_Register;
  assign enable = enable_Register;
  bit multiplication;
  always@(posedge clk)
    begin
      if (in_reset)
        begin
          reset_Register = 1;
          multiplication = 0;       
        end
      else if(in_enable)
        begin
          reset_Register = 0;
          enable_Register = 1;
          if(multiplication)
            begin
              if (counter_current > 0)
                begin 
                  multiplication = 1;
                  counter_ld_Register = 0;
                  mux_s_Register = 1;
                end
              else if(operation == 6)
                enable_Register = 0;
              else
                begin
                  mux_s_Register = 0; 
                  multiplication = 0;
                  enable_Register = 1; 
                end
            end
          else
            begin
              if (counter_current > 0)
                begin 
                  multiplication = 1;
                  counter_ld_Register = 0;
                  mux_s_Register = 1;                  
                  ALU_control_Register = 0;
                end
              else if(operation == 6)
                begin
                  counter_ld_Register = 1;
                  mux_s_Register = 1;
                  ALU_control_Register = 7;
                end
              else
                begin
                  ALU_control_Register = operation;
                  mux_s_Register = 0;
                  counter_ld_Register = 0;
                end
            end
        end
      else
        enable_Register = 0;
    end
endmodule
==> design/flow/run.sh <==
#!/bin/bash
# OpenROAD 26Q1-2900-gdf79404cd8, Yosys 0.63+post, stock flow scripts
make -C /OpenROAD-flow-scripts/flow DESIGN_CONFIG=/design/flow/config.mk WORK_HOME=/design/flow/orfs finish
==> design/flow/config.mk <==
export PLATFORM = sky130hd
export DESIGN_NAME = state_machine
export DESIGN_NICKNAME = state_machine
export VERILOG_FILES = /design/flow/design.v
export SDC_FILE = /design/flow/constraint.sdc
export NUM_CORES = 4
export LEC_CHECK = 1
export CORE_AREA = 10 10 70 70
export DIE_AREA = 0 0 80 80
==> design/flow/constraint.sdc <==
current_design state_machine

set clk_period 2.4
set clk_io_pct 0.2

create_clock -name clk0 -period $clk_period [get_ports {clk}]

set non_clock_inputs [all_inputs -no_clocks]
set_input_delay [expr $clk_period * $clk_io_pct] -clock clk0 $non_clock_inputs
set_output_delay [expr $clk_period * $clk_io_pct] -clock clk0 [all_outputs]
==> run summary <==
Item: results of the latest flow run.

- The final antenna diode count is 0.
- The capture instance of the worst register-to-register path is ALU_control_Register[0].
- The share of synthesized area in the top cell type comes to between 50% and 60%.
- The tree is rooted in a sky130_fd_sc_hd__clkbuf_4.
- The start-to-end type of the worst setup path is input port to flop.
- Across all register-to-register paths, the minimum setup slack is around 1500 ps.
- Per the final timing report, the hold violations number 0.
- The critical hold path startpoint is reset_Register.
- On the worst setup and hold paths after CTS, the clock-pin slew comes to approximately 50 ps.
- After synthesis, flip-flops and latches occupy approximately three fifths of the total area.
- The CTS report gives the tree buffer count as 3.
- Pins over their slew limit in the final report were tallied at 0.
- The share of total power dissipated in the clock network is 33.6%.
- Post-synth the commonest register cell is sky130_fd_sc_hd__edfxtp_1.
- The proportion of synthesized flip-flops having asynchronous set or reset is 0%.
- Warnings reported by Yosys during synthesis add up to 1.
- TritonCTS built the clock tree.
- The post-synth design cell area is around 360 um^2.
- After layout, the worst path uses approximately 64% of the clock period.
- Setup repair after global routing left no endpoint under its margin.
- The first-pass iteration count of the detailed router is 4.
- In the final layout, the fill cell count is roughly 380.
- The worst register-to-register path depth is 1.
- sky130_fd_sc_hd__edfxtp_1 is the most common cell in the netlist.
- Per the detail_route report, the via count comes to between 300 and 400.
- The placeable core area is around 3400 um^2.
- The first-pass GRT wire length is 1518 um.
- The required time of the critical path is 2390 ps.
- The analysis attributes to net switching a power of approximately 0.000064 W.
- The final HPWL from detailed placement is about 850 um.
- The final worst-path setup slack is between 800 and 900 ps.
- Entering global routing, the biggest net connects 8 pins.
- STA classifies the critical path startpoint as an input port.
- Looking at the clock tree report, the maximum root-to-sink buffer count equals 2.
- The DRC violation total after the first TritonRoute iteration is 11.
- Across all checked pins, the minimum headroom to the slew limit is roughly 84%.
- Registers take roughly 220 um^2.
- After routing the design area is approximately 640 um^2.
- The most area-hungry cell type in the Yosys netlist is sky130_fd_sc_hd__edfxtp_1.
- The number of antenna violations at the first check in global routing is 0.
- The type of destination of the critical path is a flop.
- After global routing the overflow that remains totals 0.
- The area of combinational cells with multiple inputs is between 100 and 150 um^2.
- In this run the tool buffered the top-level ports with 20 buffer cells.
- For this configuration, the core starts out at a cell density of 10.40%.
- The termination of the worst setup path is enable_Register.
- The total power per unit cell area is about 500 nW/um^2.
- The script parses the final routing iteration and logs DRC violations as 0.
- Synthesis handed over a netlist of 32 instances.
- For reference, the placement row count at floorplan is 21.
- The number of setup buffers added after CTS is 0.
- In this run the count of I/O pins placed on the die edge is 21.
- The placement summary gives the final routability congestion estimate as approximately 0.7.
- The static leakage is approximately 0.23 nW.
- The die extent in y is 80 um.
- The total wirelength of the detailed-routed design is between 900 and 1000 um.
- The stat command in Yosys gives a chip area of 355.3 um^2.
- The most critical setup path has its startpoint at counter_current[3].
- STA lists the maximum fanout along the critical path as 7.
- The clock net sink count is 8.
- The final-layout setup total negative slack is 0 ps.
- The overall track demand over capacity in global routing is 2.924%.
- Dividing the detail-routed wire length by the instance count gives roughly 9.5 um.
- Per report_power, the combinational group accounts for between 10% and 20% of the total.
- The tool flagged a number of max-cap violations equal to 0.
- At the worst endpoint, the arrival time is roughly 1500 ps.
- The clock period could shrink to around 1500 ps.
- Setup violations remaining at the end of the flow were counted as 0.
- The vias per cell is between 3 and 4.
- The number of cells in Yosys stat is 32.
- Looking at the power breakdown, sequential logic takes between 50% and 60% of the total.
- The fraction of layout instances using a drive strength above 1 is 8.929%.
- The die width is about 80 um.
- The post-CTS resize count is 0.
- CTS built an H-tree with a depth of 1.
- The transition time recorded at the tightest slew-check pin is 244.0 ps.
- STA on the placed design reports a worst setup slack of 591.7 ps.
- Cell internal power was estimated by the tool at 0.0002551 W.
- The top achievable clock speed is between 600 and 700 MHz.
- Between clock sinks in the finished design, the worst skew comes to just under 2 ps.
- The die covers roughly 6400 um^2.
- The number of flops mapped to enable cells by yosys is 6.
- The worst reg2reg path startpoint is multiplication.
- The flow ran to the end, and the final reports show no timing, DRC or antenna violations.
- The net switching share of the total power is approximately 20%.
- VDD sags by at most 0.1053 mV.
- Warnings raised by the tools during the run amount to 25.
- The skew report gives the latency at the later pin of the worst-skew pair as about 250 ps.
- After synthesis, the most frequently instantiated cells are sky130_fd_sc_hd__edfxtp_1, sky130_fd_sc_hd__a21oi_1, sky130_fd_sc_hd__inv_1, sky130_fd_sc_hd__nor2_1.
- The remaining number of nets flagged by the antenna check after routing is 0.
- The placed standard-cell area is about 610 um^2.
- The type of the tightest min-delay check is flop to flop.
- Buffers inserted to repair hold after CTS numbered 0.
- After synthesis, the cell types taking the most area are sky130_fd_sc_hd__edfxtp_1, sky130_fd_sc_hd__dfxtp_1, sky130_fd_sc_hd__a21oi_1.
- Compared with the post-synthesis result, the final layout area differs by 79.93%.
- The synthesized area divided by synthesized cell count is 11.10 um^2.
- The number of storage elements in the synthesis netlist is 8.
- The via count of the first global-routing pass is approximately 370.
- Synthesis instantiated 16 different standard cells from the library.
## cells by family after synthesis
| logic type | synth area share, % |
|---|---|
| compound gates | 17.60 |
| buf+inv | 3.169 |
| flops | 61.97 |
| simple gates | 17.25 |
## per-stage QoR
stage	util (%)	hold slack, ps	std cells	total power [W]
after floorplan	-	407.1	32	0.0001753
after global placement	17.95	444.4	98	0.0002141
after detailed placement	17.95	450.9	98	0.0002151
after CTS	18.72	475.7	102	0.0003248
after global routing	18.72	497.4	102	0.0003409
final	18.72	472.3	102	0.0003188
## cell usage in the layout, fill, tap and decap left out, drive strengths merged
cell / n
nor3: 2
nor2: 3
o21ai: 2
nor4: 1
nand3b: 1
inv: 3
a31oi: 2
edfxtp: 6
dfxtp: 2
and2: 2
a21oi: 3
clkbuf: 4
a211o: 1
clkdlybuf4s50: 20
a21o: 2
nand2: 2
## critical path, stage by stage
cell and delay [ps]:
sky130_fd_sc_hd__clkdlybuf4s50_1 420, sky130_fd_sc_hd__nor4_2 310, sky130_fd_sc_hd__a21o_2 230, sky130_fd_sc_hd__a31oi_1 100
## power by group through the flow
stage / registers [W] / logic (W) / clock network (W)
after CTS: 0.000161 / 0.0000520 / 0.000112
after global routing: 0.000161 / 0.0000556 / 0.000124
final: 0.000161 / 0.0000512 / 0.000107
## worst min path at each step
stage,end,slack [ps],depth (start not counted)
final,reset_Register,470,1
after CTS,reset_Register,480,1
after global routing,reset_Register,500,1
## state kept, by name, indices dropped and copies added (netlist names)
signal and count:
ALU_control_Register 3, mux_s_Register 1, reset_Register 1, enable_Register 1, multiplication 1, counter_ld_Register 1
## area by class of cell
cell class | count | share of cell area (%)
Sequential cell | 8 | 34.44
Timing Repair Buffer | 20 | 31.31
Multi-Input combinational cell | 21 | 19.37
Tap cell | 46 | 9.002
Clock buffer | 4 | 4.110
Inverter | 3 | 1.761
## metal layers
layer,global-route usage [%],wire (um)
met5,0,0
met4,1.232,27
met3,1.477,90
met2,6.019,563
met1,2.053,288
No activity file was given, so power comes from the tool's default toggle rates.
